`config.mk`:
```
export PLATFORM = sky130hd
export DESIGN_NAME = Mux3
export DESIGN_NICKNAME = Mux3
export VERILOG_FILES = /design/flow/design.v
export SDC_FILE = /design/flow/constraint.sdc
export NUM_CORES = 4
export LEC_CHECK = 1
export CORE_AREA = 10 10 70 70
export DIE_AREA = 0 0 80 80
```
`run.sh`:
```
#!/bin/bash
# OpenROAD 26Q1-2900-gdf79404cd8, Yosys 0.63+post, stock flow scripts
make -C /OpenROAD-flow-scripts/flow DESIGN_CONFIG=/design/flow/config.mk WORK_HOME=/design/flow/orfs finish
```
`design.v`:
```
module Mux3 (D2, D1, D0, S, Y);
	input [31:0] D2, D1, D0;
	input [1:0] S;
	output [31:0] Y;
	assign Y = (S == 2) ? D2 :
				  (S == 1) ? D1 :
				  (S == 0) ? D0 : 0;
endmodule	
```
`constraint.sdc`:
```
current_design Mux3

set clk_period 2.8
set clk_io_pct 0.2

create_clock -name clk0 -period $clk_period

set non_clock_inputs [all_inputs -no_clocks]
set_input_delay [expr $clk_period * $clk_io_pct] -clock clk0 $non_clock_inputs
set_output_delay [expr $clk_period * $clk_io_pct] -clock clk0 [all_outputs]
```
==> impl.org <==
* Flow results

** Flow run
- Tool warnings :: 33
- The number of maximum-capacitance violations recorded for the run is 0.

** STA
- Max-slew violations :: 0
- The worst pin sits at a relative slew slack of 0.747.
- Final critical delay including setup and external delays :: 2.58 ns
- Setup repair after global routing left no endpoint under its margin.
- Setup TNS Final :: 0 ns
- Slew @ Worst Pin :: between 0.3 and 0.4 ns
- Final period util :: 0.920
- Derived from the worst setup path, the maximum achievable clock frequency is approximately 390 MHz.
- Fin. Hold Viols :: 0
- Count of final setup violators :: 0

** Finish
- Most common logic cell in the routed design :: sky130_fd_sc_hd__clkdlybuf4s50_1
- Synth-to-layout area growth :: 167%
- Post-layout instance count excluding filler cells :: 247
- Post-route design area :: 2100 sq um
- Share of final-layout standard cells stronger than drive strength 1 :: 0.0896
- In the layout the commonest cells are sky130_fd_sc_hd__clkdlybuf4s50_1 (129), sky130_fd_sc_hd__mux2i_1 (32), sky130_fd_sc_hd__o2bb2ai_1 (22), sky130_fd_sc_hd__o2bb2ai_2 (10), sky130_fd_sc_hd__buf_4 (4).
- Clock buf count :: 0
- Share of the core filled with cells in the final layout :: 0.615
- According to the cell report, flip-flops and latches in the layout number 0.
- The sequential cells in the finished layout cover a total of 0 sq um.

** Outcome
- Outcome :: finished clean

** Min path
- Min-Delay Path Depth :: 4
- HP Class :: in -> out

** Yosys
- Counting the warning lines in the Yosys log gives 0.
- For this design, Yosys synthesis ends with a cell count of ~77.
- For this run, the register share of the synthesized area comes to 0.
- Biggest area consumer among synthesized cells :: sky130_fd_sc_hd__mux2i_1
- Mean area per synthesized cell :: 10.2 sq um
- Ranked by total cell area, the synthesized netlist is headed by sky130_fd_sc_hd__mux2i_1 (41%), sky130_fd_sc_hd__o2bb2ai_1 (24%), sky130_fd_sc_hd__o2bb2ai_2 (19%), sky130_fd_sc_hd__buf_6 (11%), sky130_fd_sc_hd__nor2b_4 (1.7%).
- The share of synthesized area in the top cell type comes to 0.407.
- Counting every instance in the synthesized netlist gives 77.
- Netlist area before placement :: just under 800 sq um
- The gate-level netlist out of Yosys references 8 unique cell types.
- Chip area in the Yosys report :: between 700 and 800 sq um

** Drt
- Once iteration 0 of detailed routing completed, the report listed 16 DRC markers.
- Detailed routing inserted a total of 1,129 vias.
- Post-detailed-route wirelength per cell :: 18.6 um
- Number of antenna diodes :: 0
- After detailed routing, the number of vias per cell comes to ~4.6.
- Nets still carrying antenna violations after routing amount to 0.
- In the post-route report, total wirelength is listed as approximately 4600 um.
- After detailed routing, the number of remaining DRC violations is 0.
- The pre-antenna-repair detailed-routing pass consisted of 2 iterations.

** Setup path
- In this run the worst path has a maximum fanout of 10.
- CP Class :: in -> out
- Category of the worst setup path capture point :: output port
- Required time of the critical path :: 2.24 ns
- The most critical setup path has its endpoint at Y[1].
- STA classifies the critical path startpoint as an input port.
- Data arrival, critical path :: roughly 2.0 ns
- Worst setup path start :: S[1]

** Floorplanning
- Rows :: 21
- I/O Pins :: around 130
- The die covers about 6400 sq um.
- Placeable core region :: 3420 sq um
- The floorplan step set the die height to 80 um.
- The floorplan step records an initial core utilization of 0.230.
- Width of the chip :: 80 um

** Placed design
- Total cell area at the placement stage :: 2100 sq um
- Summed over all nets, the half-perimeter wirelength after detailed placement is 4170 um.
- Inst Count DP :: 247
- The count of buffers added on input and output ports is 130.
- Final Wtd Congestion :: 0.823

** Pwr
- Per the OpenROAD power report, leakage power amounts to 0.000808 uW.
- The flow reported a cell area power density of between 100 and 150 nW/um^2.
- Total power after layout :: 311 uW
- The worst VDD IR drop from the latest analysis is between 60 and 70 uV.

** Global route
- Entering global routing, the biggest net connects 33 pins.
- Global-route wire length before repair :: 6800 um
- Aggregate global routing overflow :: 0
- The number of global-route vias before repair was between 1k and 1.5k.
- For this run, the total global-route usage over all layers was measured as 0.133.
- The initial antenna violation count is 0.

** CTS
- The report lists the number of cells resized after CTS as 0.
- The report puts the hold buffer count at CTS at 0.
- Buffer count from post-CTS setup fixing :: 0
[where the power goes]
group	internal (uW)	switching (uW)	total, uW
logic	232	78.8	311
clock network	0	0	0
registers	0	0	0
total	232	78.8	311
[metal layers]
metal / GRT usage / wire, um / vias to the layer above
li1: - / - / 566
met2: 0.242 / 2360 / 70
met1: 0.156 / 1790 / 491
met3: 0.0375 / 431 / 2
met5: 0 / 0 / -
met4: 0.00880 / 27 / 0
[area by class of cell]
type                            instances  area [sq um]
Timing Repair Buffer                  136          1370
Multi-Input combinational cell         65           677
Fill cell                             314          1320
Tap cell                               46          57.6
[per-stage QoR]
stage / setup WS (ns) / hold WS (ns)
5_1_grt: 0.133 / 2.03
2_1_floorplan: 1.08 / 1.18
3_5_place_dp: 0.208 / 1.99
3_3_place_gp: 0.214 / 1.98
4_1_cts: 0.208 / 1.99
6_report: 0.224 / 1.97
[cell usage after synthesis]
library cell / count
sky130_fd_sc_hd__o2bb2ai_1: 22
sky130_fd_sc_hd__buf_6: 8
sky130_fd_sc_hd__mux2i_1: 32
sky130_fd_sc_hd__buf_2: 1
sky130_fd_sc_hd__o2bb2ai_2: 10
sky130_fd_sc_hd__nor2b_4: 1
sky130_fd_sc_hd__clkbuf_1: 2
sky130_fd_sc_hd__buf_4: 1
[worst max-delay path: stages]
cell and delay, ns:
sky130_fd_sc_hd__clkdlybuf4s50_1 0.47, sky130_fd_sc_hd__nor2b_4 0.17, sky130_fd_sc_hd__buf_4 0.21, sky130_fd_sc_hd__o2bb2ai_2 0.12, sky130_fd_sc_hd__clkdlybuf4s50_1 0.48
[kinds of logic after synthesis]
kind of cell,count (synthesis),share of synthesized area
and+or+nand+nor,1,0.0175
buffers and inverters,12,0.140
AOI/OAI and AO/OA,32,0.436
muxes,32,0.407
[how the worst min path moves through the flow]
| stage | startpoint | slack, ns | to |
|---|---|---|---|
| 5_1_grt | S[0] | 2.03 | Y[20] |
| 4_1_cts | S[0] | 1.99 | Y[18] |
| 6_report | S[0] | 1.97 | Y[18] |
Power and IR drop assume default switching activity.
