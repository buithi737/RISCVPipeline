==> design.v <==
module aludec (
	opb5,
	funct3,
	funct7b5,
	ALUOpD,
	ALUControlD,
	DextControlD
);
	input wire opb5;
	input wire [2:0] funct3;
	input wire funct7b5;
	input wire [1:0] ALUOpD;
	output reg [3:0] ALUControlD;
	output reg [2:0] DextControlD;
	wire RtypeSub;
	assign RtypeSub = funct7b5 & opb5;
	always @(*)
		case (ALUOpD)
			2'b00:
			begin 
			     ALUControlD = 4'b0000;  
			     case (funct3)
			         3'b000: DextControlD = 3'b000;  
			         3'b001: DextControlD = 3'b001;  
			         3'b010: DextControlD = 3'b010;  
			         3'b100: DextControlD = 3'b100;  
			         3'b101: DextControlD = 3'b101;  
			         default: DextControlD = 3'bxxx;
			     endcase
			end  
			2'b01:  
				case (funct3)
					3'b000: ALUControlD = 4'b0001;  
					3'b001: ALUControlD = 4'b0001;  
					3'b100: ALUControlD = 4'b0110;  
					3'b101: ALUControlD = 4'b0110;  
					3'b110: ALUControlD = 4'b0101;  
					3'b111: ALUControlD = 4'b0101;  
					default: ALUControlD = 4'bxxxx;
				endcase
			default:
				case (funct3)  
					3'b000:
						if (RtypeSub)
							ALUControlD = 4'b0001;  
						else
							ALUControlD = 4'b0000;  
					3'b001: ALUControlD = 4'b0111;  
					3'b010: ALUControlD = 4'b0110;  
					3'b011: ALUControlD = 4'b0101;  
					3'b100: ALUControlD = 4'b0100;  
					3'b101: if(funct7b5) 
								ALUControlD = 4'b1000;  
							else
								ALUControlD = 4'b1001;  
					3'b110: ALUControlD = 4'b0011;  
					3'b111: ALUControlD = 4'b0010;  
					default: ALUControlD = 4'bxxxx;  
				endcase
		endcase
endmodule
==> run.sh <==
#!/bin/bash
# OpenROAD 26Q1-2900-gdf79404cd8, Yosys 0.63+post, stock flow scripts
make -C /OpenROAD-flow-scripts/flow DESIGN_CONFIG=/design/flow/config.mk WORK_HOME=/design/flow/orfs finish
==> config.mk <==
export PLATFORM = sky130hd
export DESIGN_NAME = aludec
export DESIGN_NICKNAME = aludec
export VERILOG_FILES = /design/flow/design.v
export SDC_FILE = /design/flow/constraint.sdc
export NUM_CORES = 4
export LEC_CHECK = 1
export CORE_AREA = 10 10 70 70
export DIE_AREA = 0 0 80 80
==> constraint.sdc <==
current_design aludec

set clk_period 1.0
set clk_io_pct 0.2

create_clock -name clk0 -period $clk_period

set non_clock_inputs [all_inputs -no_clocks]
set_input_delay [expr $clk_period * $clk_io_pct] -clock clk0 $non_clock_inputs
set_output_delay [expr $clk_period * $clk_io_pct] -clock clk0 [all_outputs]
==> flow_summary.toml <==
# implementation run metrics
[cts]
hold_buffers = 0

[synth]
top_cell_area_share_pct = 26.3
synth_cell_types = 16
yosys_area_um2 = 171
synth-main-ff-cell = "dlxtp_1"
yosys-top-cells-count = "3 x dlxtp_1, 3 x nor2_1"
syn_area_um2 = 171
area_leaders = "dlxtp_1 26%, nand2b_1 7.3%, nor2_1 6.6%"
yosys_warnings = 1
syn_avg_cell_area_um2 = 7.14
synthCells = 24
synthArstFlopShare_pct = 0
enable_flop_cells = 0
largest_area_cell = "dlxtp_1"
ys_cells = 24
ys_ff = 3

[timing]
worstMarginPinSlew_ns = 0.143
fin_ws_ns = -0.128
rsz0062_at_grt = "yes"
unclocked_pins = 3
period_needed_ns = 1.13
hold_viol = 0
untimed_endpoints = 6
worst_hold_slack_ns = 0.698
finalCritPeriodShare_pct = 113
maxSlewHeadroom_pct = 90.2
setup_viol = 3
drv_slew = 0
fmax_ghz = 0.886

[floorplan]
fp-utilization_pct = 5.02
core_area_mm2 = 0.00342
dieArea_mm2 = 0.00640
die_h_um = 80
pin_count = 14
rows = 21
die_w_um = 80

[drt]
via_count = 253
drc = 0
dr.pass1.iters = 2
avgRoutedWirePerCell_um = 8.47
drt_iter0_markers = 3
wirelength_um = 779
ant_nets = 0
post_drt_via_cell_ratio = 2.75
diodes = 0

[cells_and_area]
syn2layout_area_growth_pct = 161
largest_reg_flops = 3
stdcell_count = 92
fin_util_pct = 13.1
nFillCells = 391
drive_above_1_share_pct = 60.9

[global_routing]
antenna_found_initial = 0
grt_max_degree = 8
gr-total-overflow = 0
grt_first_pass_wirelength_um = 1100
grt_pass1_vias = 234
grt_usage_pct = 2.01

[setup_path]
critPathMaxStageDelay_ns = 0.15
cp_num_buf_inv = 3
crit_chain = "buf_6, nand2b_4, buf_6, a21boi_1, mux2i_1, buf_2"
cp.arrival_ns = 0.93
cpMostUsedCell = "buf_6"
cp_top_family = "buffers and inverters"
cp-end-kind = "primary output"
critical_path_peak_fanout = 2
cp.required_ns = 0.80
setup.worst_path.start_class = "input pin"
crit_type = "input pin to primary output"
crit_slowest_cell = "mux2i_1"

[power_and_ir_drop]
power.density_mw_per_mm2 = 324
irDropWorstVdd_v = 0.0000520
p_leak_nw = 0.206

[place]
io_buffers = 14
gp_congestion = 0.735
dp.cells = 87
preCtsSetupSlack_ns = -0.957
dp_hpwl_um = 538

[outcome]
violations = "setup timing"
status = "finished, violations left"

[flow_run]
maxCapViolations = 0
warning_count = 34

[hold_path]
min-delay-start = "funct3[2]"
worstHoldPathCells = 3
min_delay_worst_endpoint = "ALUControlD[2]"
hold_class = "input pin to primary output"
[worst max path at each step]
stage,startpoint,endpoint,slack [ns],cells after the start
4_1_cts,ALUOpD[1],ALUControlD[2],-0.17,6
5_1_grt,ALUOpD[1],ALUControlD[2],-0.19,6
6_report,ALUOpD[1],ALUControlD[2],-0.13,6
[cell type report]
type	count	area [um^2]	share of cell area, %
Timing Repair Buffer	22	181	40.6
Multi-Input combinational cell	19	155	34.7
Tap cell	46	57.6	12.9
Sequential cell	3	45.0	10.1
Inverter	2	7.51	1.68
[per-layer routing]
metal | global-route usage [%] | vias up | wire [um]
met4 | 0 | 0 | 0
met3 | 0.568 | 0 | 92
met2 | 3.53 | 11 | 340
met5 | 0 | - | 0
li1 | - | 132 | -
met1 | 2.51 | 110 | 346
[stage by stage]
| stage | cell area, um^2 | TNS [ns] | power [W] |
|---|---|---|---|
| floorplan | 171 | 0 | 0.0000382 |
| global placement | 392 | -3.47 | 0.000120 |
| detailed placement | 392 | -3.47 | 0.000120 |
| CTS | 440 | -0.402 | 0.000138 |
| global route | 447 | -0.427 | 0.000157 |
| finish | 447 | -0.276 | 0.000145 |
[kinds of logic after synthesis]
group | after synthesis | synth area share, %
buffers and inverters | 2 | 4.38
AOI/OAI and AO/OA | 8 | 32.1
latches | 3 | 26.3
muxes | 1 | 5.84
and+or+nand+nor | 10 | 31.4
[report_power, final]
group / internal [W] / switching (W)
sequential: 0.00000674 / 0.000000313
combinational: 0.0000835 / 0.0000541
clock: 0 / 0
[placed cells by master (no fill, tap or decap), types with 2 or more instances in the layout]
master and count:
dlxtp_1 3, buf_2 5, buf_4 6, nor2_1 3
nand2b_4 2, o21ai_2 2, clkbuf_2 2, clkdlybuf4s50_1 3
buf_6 5
[timing repair]
action | CTS | global route
gates resized | 51 | 7
endpoints found under the setup margin | 4 | 4
pin swaps | 6 | 5
setup buffers | 5 | 0
Power is estimated from default activity; no workload was simulated.
